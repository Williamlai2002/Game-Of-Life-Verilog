==> ./constraint.sdc <==
current_design game_of_life

set clk_period 1.0
set clk_io_pct 0.2

create_clock -name clk0 -period $clk_period [get_ports {clk}]

set non_clock_inputs [all_inputs -no_clocks]
set_input_delay [expr $clk_period * $clk_io_pct] -clock clk0 $non_clock_inputs
set_output_delay [expr $clk_period * $clk_io_pct] -clock clk0 [all_outputs]
==> ./run.sh <==
#!/bin/bash
# OpenROAD 26Q1-2900-gdf79404cd8, Yosys 0.63+post, stock flow scripts
make -C /OpenROAD-flow-scripts/flow DESIGN_CONFIG=/design/flow/config.mk WORK_HOME=/design/flow/orfs finish
==> ./config.mk <==
export PLATFORM = sky130hd
export DESIGN_NAME = game_of_life
export DESIGN_NICKNAME = game_of_life
export VERILOG_FILES = /design/flow/design.v
export SDC_FILE = /design/flow/constraint.sdc
export NUM_CORES = 4
export LEC_CHECK = 1
export CORE_UTILIZATION = 30
==> ./design.v <==
module lab4_task2(CLOCK_50, KEY, LEDR);
	input CLOCK_50;
	input [1:0] KEY;
	output [9:0] LEDR;
	wire [63:0] default_state;
	assign default_state = 64'd147499484866150400;
	reg [24:0] counter;  
	reg CLOCK2point98HZ;
	always @ (posedge CLOCK_50) begin 
		counter = counter + 1;
		if (counter == 16778523) begin   
		   counter <= 0;
			CLOCK2point98HZ = ~ CLOCK2point98HZ;
		end else begin
            counter <= counter + 1;
        end
	end
	reg CLOCKGAMEWRITE;  
	reg [20:0] gamewritecounter;
	always @ (posedge CLOCK_50) begin 
		gamewritecounter <= gamewritecounter + 1;
		if (gamewritecounter == 2097315) begin   
		   gamewritecounter <= 0;
			CLOCKGAMEWRITE <= ~ CLOCKGAMEWRITE;
			end else begin
            gamewritecounter <= gamewritecounter + 1;
        end
	end
	reg rowclock;  
	reg [20:0] rowcounter;
	always @ (posedge CLOCK_50) begin 
		rowcounter <= rowcounter + 1;
		if (rowcounter == 134228184) begin  
		   rowcounter <= 0;
			rowclock <= ~ rowclock;
			end else begin
            rowcounter <= rowcounter + 1;
        end
	end
	reg[7:0] jtag_row;
	wire [63:0] game_output;
	JTAG_UART_MODULE jtag(
		.clk(CLOCK_50),
		.write( CLOCKGAMEWRITE),
		.writedata(  jtag_row),  
		.reset(),
		.readdata(),
	);
	game_of_life game(
		.clk(  CLOCK2point98HZ),
		.load(  KEY[0]), 
		.data(default_state),
		.q( game_output)
		);  
	 reg [7:0] row_index;
	always @(posedge   rowclock ) begin
        if (row_index == 7) begin
            row_index <= 0;
        end else begin
            row_index <= row_index + 1;
        end
        jtag_row <= game_output[(row_index * 8) +: 7];
	end
	assign LEDR = jtag_row[7:0];
endmodule
module game_of_life(clk, load, data, q);
    input load;
    input clk;
    input [63:0] data;
    output reg [63:0] q; 
    reg [63:0] q_next;
    reg [3:0] counter;
	initial begin
		q_next = 0;
		counter = 0;
	end
    integer i;
	 integer j;
	 integer alive_neighbours;
    always @(*) begin 
	    for (i = 1; i < 8; i = i + 1) begin
            for (j = 1; j < 8; j = j + 1) begin
					 alive_neighbours = 0;
					 if (data[i*8+j] == 1) begin
					   if(i > 0) begin
							if (data[(i-1)*8+j] == 1) begin
							alive_neighbours = alive_neighbours +1;
							end
						end else
						if(i< 7) begin
							if ((data[(i+1)*8+j] == 1))begin
								alive_neighbours = alive_neighbours +1;
							end
						end else
						if((i >0) && (j >0)) begin
							if (data[(i-1)*8+(j-1)] == 1) begin
							alive_neighbours = alive_neighbours +1;
							end
						end else
						if(j>0) begin
							if (data[i*8+(j-1)] == 1) begin
							alive_neighbours = alive_neighbours +1;
							end
						end else
						if((i<7) && (j>0)) begin
							if (data[(i+1)*8+(j-1)] == 1) begin
							alive_neighbours = alive_neighbours +1;
							end
						end else
						if((i<7) && (j>0)) begin
							if (data[(i+1)*8+(j-1)] == 1) begin
							alive_neighbours = alive_neighbours +1;
							end
						end else
					   if ((i>0) && (j<7)) begin
							if (data[(i-1)*8+(j+1)] == 1) begin
							alive_neighbours = alive_neighbours +1;
							end
						end else
						if((i>0) && (j<7)) begin
							if (data[(i-1)*8+(j+1)] == 1) begin
							alive_neighbours = alive_neighbours +1;
							end
						end else
						if((j<7)) begin
							if (data[i*8+(j+1)] == 1) begin
							alive_neighbours = alive_neighbours +1;
							end
						end else
						if (i < 7 && j < 7)begin
							if (data[(i+1)*8 + (j+1)] == 1) begin
							alive_neighbours = alive_neighbours +1;
							end
						end
					 end
					 if (data[i*8 + j] == 1) begin 
						if (alive_neighbours == 0 || alive_neighbours == 1) begin
							q_next[i*8 + j] = 0;
						end
						if(alive_neighbours == 2) begin
							q_next[1*8 + j] = data[1*8 + j];
						end
						if(alive_neighbours ==3) begin
							q_next[1*8 + j] =1;
						end
						if(alive_neighbours >4) begin
							q_next[1*8 + j] =0;
						end
					 end 
            end
	    end
    end        
    always @(posedge clk) begin
        if (load) q <= data;
        else q <= q_next;
    end
endmodule
==> flow_metrics.env <==
# yosys + openroad results
export IMPL_core_util_floorplan_pct=31.0
export IMPL_syn_area_per_cell_sq_um=12.5
export IMPL_lay_top_cells="buf_2, clkdlybuf4s50_1, dfxtp_1"
export IMPL_layout_cells_non_filler=381
export IMPL_cpMaxStageDelayCell="dfxtp_2"
export IMPL_ys_types=10
export IMPL_syn2layout_area_growth_pct=68.2
export IMPL_ant_nets=0
export IMPL_cts_tree="yes"
export IMPL_cts_root_buf="clkbuf_8"
export IMPL_power_mw=5.77
export IMPL_crit_family="flip-flops"
export IMPL_place_gp_congestion=0.732
export IMPL_dr_pass1_iters=4
export IMPL_slowest_delay_ns=0.31
export IMPL_pwr_share_comb_pct=9.0
export IMPL_seqPwrFrac_pct=47.2
export IMPL_worstPathMaxFanout=1
export IMPL_hold_buffers=0
export IMPL_via_per_inst=3.87
export IMPL_synth_area_sq_um=1950
export IMPL_cp_cell_sequence="buf_2"
export IMPL_first_iter_violations=34
export IMPL_critical_path_class="flop to output pin"
export IMPL_hp_class="input port to flop"
export IMPL_hold_viol=0
export IMPL_cap_viol_max_count=0
export IMPL_yosys_area_sq_um=1950
export IMPL_cp_end_kind="output pin"
export IMPL_fp_dieH_um=82.7
export IMPL_clk_pin_slew_ns=0.06
export IMPL_grt_max_degree=34
export IMPL_grt_pass1_vias=1258
export IMPL_switching_share_pct=18.4
export IMPL_critical_path_required_ns=0.80
export IMPL_p_leak_nw=1.56
export IMPL_rsz0062_at_grt="false"
export IMPL_ys_ff=71
export IMPL_cp_num_buf_inv=1
export IMPL_hpwl_mm=2.98
export IMPL_fin_util_pct=52.1
export IMPL_warnings=25
export IMPL_switchingPower_mw=1.06
export IMPL_tightest_slew_ns=0.296
export IMPL_drt_wl_total_mm=4.13
export IMPL_die_w_um=82.7
export IMPL_p_clk_share_pct=43.9
export IMPL_cts_buffers=9
export IMPL_lay_top_count="buf_2"
export IMPL_dp_cells=365
export IMPL_setup_viol=0
export IMPL_gr_total_overflow=0
export IMPL_htreeDepth=3
export IMPL_p_int_mw=4.71
export IMPL_placementRows=29
export IMPL_unclocked_pins=7
export IMPL_crit_arrival_ns=0.75
export IMPL_drc_errors=0
export IMPL_wl_per_cell_um=10.8
export IMPL_num_vias=1473
export IMPL_yosysCellCount=156
export IMPL_fin_crit_ns=0.950
export IMPL_grt_pass1_wl_mm=5.97
export IMPL_drv_slew=0
export IMPL_dieArea_sq_um=6840
export IMPL_slew_headroom_pct=80.2
export IMPL_cts_path_max_buffers=2
export IMPL_core_sq_um=6310
export IMPL_ys_warn_count=15
export IMPL_status="finished clean"
export IMPL_synthCells=156
export IMPL_port_buffers=129
export IMPL_antenna_found_initial=0
export IMPL_drive_above_1_share_pct=32.2
export IMPL_untimed_endpoints=7
export IMPL_max_freq_mhz=1050
export IMPL_num_antenna_cells=0
export IMPL_top_level_ports=130
export IMPL_holdWs_ns=0.288
export IMPL_startpoint_type="flop"
export IMPL_grt_total_usage_pct=11.8
export IMPL_period_used_pct=95.0
export IMPL_powerDensity_nw_per_um2=1760
export IMPL_vdd_ir_drop_max_mv=0.888
-- power by group through the flow --
stage	clock, mW	combinational (mW)	sequential, mW
4_1_cts	2.63	0.530	2.72
5_1_grt	2.74	0.580	2.74
6_report	2.53	0.518	2.72
-- cell type report --
class	instances	area (sq um)
Multi-Input combinational cell	71	490
Clock buffer	14	173
Fill cell	560	3030
Sequential cell	71	1390
Clock inverter	2	60.1
Inverter	7	26.3
Tap cell	77	96.3
Timing Repair Buffer	139	1050
-- per-stage QoR --
step,area (sq um),worst slack [ns],setup TNS (ns)
final,3290,0.0501,0
after CTS,3290,0.0182,0
after global placement,3370,-0.00203,-0.00203
after floorplan,1950,0.162,0
after global routing,3290,0.00329,0
after detailed placement,3370,-0.000955,-0.000955
-- synth_stat cells --
master   number  area, sq um
dfxtp_1      64         1280
and2_1       57          357
dlxtn_1       7          105
inv_1         7         26.3
nor2b_1       7         43.8
buf_2         5         25.0
mux2_2        4         45.0
mux2_4        3         45.0
buf_6         1         11.3
buf_8         1         15.0
-- registers in the layout, summed over array words and instances (netlist names) --
| register | cells |
|---|---|
| q | 64 |
| q_next | 7 |
-- repair_timing --
item,4_1_cts,5_1_grt
setup buffers,0,0
resized,194,0
endpoints found under the setup margin,64,0
-- cell families (layout without fill, tap and decap cells) --
group | count (synthesis) | in the layout | synth area share [%]
mux | 7 | 7 | 4.61
buf+inv | 14 | 162 | 3.97
latches | 7 | 7 | 5.38
flops | 64 | 64 | 65.6
simple gates | 64 | 64 | 20.5
-- routing by layer --
layer / vias up / GRT usage, % / part of all wire, %
met2: 71 / 17.9 / 44
met5: - / 0 / 0
li1: 754 / - / -
met4: 0 / 2.59 / 2.0
met3: 7 / 6.24 / 13
met1: 641 / 15.2 / 41
-- path summary, 6_finish.rpt --
check | slack [ns] | from | endpoint | cells after the start
max | 0.05 | q[42] | q[42] | 1
min | 0.29 | load | q[26] | 2
Power and IR drop assume default switching activity.
